**flow/constraint.sdc**
```tcl
current_design counter_10

set clk_period 1.3
set clk_io_pct 0.2

create_clock -name clk0 -period $clk_period [get_ports {clock}]

set non_clock_inputs [all_inputs -no_clocks]
set_input_delay [expr $clk_period * $clk_io_pct] -clock clk0 $non_clock_inputs
set_output_delay [expr $clk_period * $clk_io_pct] -clock clk0 [all_outputs]
```
**flow/design.v**
```verilog
interface sram_if#(
	parameter
	SRAM_DATA_WIDTH = 8,
	SRAM_ADDR_WIDTH = 13,
	DATA_WIDTH = 32
)();
	logic sram_we;
	logic [SRAM_ADDR_WIDTH-1:0] sram_addr;
	logic [DATA_WIDTH-1:0] sram_wdata;
	logic [3:0] bank0_cs;
	logic [3:0] bank1_cs;
	logic [SRAM_DATA_WIDTH-1:0] sram_b0;
	logic [SRAM_DATA_WIDTH-1:0] sram_b1;
	logic [SRAM_DATA_WIDTH-1:0] sram_b2;
	logic [SRAM_DATA_WIDTH-1:0] sram_b3;
	logic [SRAM_DATA_WIDTH-1:0] sram_b4;
	logic [SRAM_DATA_WIDTH-1:0] sram_b5;
	logic [SRAM_DATA_WIDTH-1:0] sram_b6;
	logic [SRAM_DATA_WIDTH-1:0] sram_b7;
endinterface
module counter_10 (
  input wire reset_n,
  input wire clock,
  input wire enable,
  input wire load,
  input wire [3:0] din,
  output reg [3:0] dout,
  output reg       cout
  );
  always @ ( posedge clock or negedge reset_n ) begin
    if (!reset_n) begin
      cout <= 1'b0;
      dout <= 4'b0;
    end else if (load) begin
      dout <= din ;
    end else if (enable) begin
      if (dout == 4'b1001) begin
        dout <= 4'b0000;
        cout <= cout + 1;
      end else begin
        dout <= dout + 1;
      end
    end
    else begin
      dout <= dout;
    end
  end
endmodule  
```
**flow/run.sh**
```bash
#!/bin/bash
# OpenROAD 26Q1-2900-gdf79404cd8, Yosys 0.63+post, stock flow scripts
make -C /OpenROAD-flow-scripts/flow DESIGN_CONFIG=/design/flow/config.mk WORK_HOME=/design/flow/orfs finish
```
**flow/config.mk**
```make
export PLATFORM = sky130hd
export DESIGN_NAME = counter_10
export DESIGN_NICKNAME = counter_10
export VERILOG_FILES = /design/flow/design.v
export SDC_FILE = /design/flow/constraint.sdc
export NUM_CORES = 4
export LEC_CHECK = 1
export CORE_AREA = 10 10 70 70
export DIE_AREA = 0 0 80 80
```
==> run summary <==
Slew HR -> 84.0%
Status -> finished, final reports clean
Yosys cell count -> 26
Crit-path max FO -> 4
Num Clock Sinks -> 5
TNS Setup -> 0 ns
Vias per cell -> 2.72
Final instance area -> 504 sq um
Total chip power -> 0.558 mW
Synth area leader -> dfrtp_1
Post-layout min period -> 1.24 ns
Final ANT Viol Nets -> 0
Peak Freq -> 806 MHz
Biggest area cells -> dfrtp_1 48%, xor2_1 6.7%, o21ai_0 5.7%
Antenna cells -> 0
Peak supply drop -> 0.536 mV
Synth Instances -> 26
Worst-Skew Late Latency -> 0.24 ns
CP Capture Point -> dout[1]
Static Leak -> 0.207 nW
GRT Resource Usage Total -> 2.55%
Initial Util -> 7.66%
OpenROAD warnings -> 25
Die Size -> 6400 sq um
Netlist cell types -> 17
CP startpoint -> enable
Area Overhead vs Synth -> 92.8%
Unrepaired setup endpoints after global routing -> false
Vias in the first global route -> 250
Filler cells -> 402
CTS tree -> yes
Crit path launch type -> input pin
Worst-path clk slew -> 0.04 ns
GRT overflow -> 0
Pre-antenna DRT Iters -> 3
Core area -> 3420 sq um
DR DRC count -> 0
Initial antenna violation count -> 0
Layout cells sized above 1 -> 22.9%
Final hold viol count -> 0
YS warnings -> 1
Final Hold Slack -> 0.240 ns
First-pass GRT wire length -> 1230 microns
Final Cycle Share -> 95.5%
Critical Path RT -> 1.46 ns
Max Cap Violations -> 0
Critical R2R Launch -> dout[3]
CTS Buf Count -> 3
Yosys stat chip area -> 262 sq um
Clk root buf -> clkbuf_4
Placed cell areas -> 462 sq um
# rows -> 21
Die Height -> 80 microns
Worst Setup Path Type -> input pin to register
R2R depth -> 4
Die span in x -> 80 microns
Pin count of the biggest net entering global routing -> 7
Sequential fraction of the synthesis area -> 47.8%
RR Endpoint -> dout[1]
Hold Path Class -> input pin to asynchronous set/reset pin
Htree depth -> 1
Io pins -> 13
Pwr per Cell Area -> 1110 nW/um^2
Synth Cell Area -> 262 sq um
CTS Buffer Depth -> 2
Initial DRC count -> 11
Worst R2R Setup Slack -> 0.12 ns
Crit path DAT -> 1.40 ns
Post-DP HPWL -> 672 microns
Final Max Slew Viols -> 0
Final Util -> 14.8%
Final Setup Violations -> 0
Clk_skew -> 0.000994 ns
Total number of vias -> 256
Port Buf Inserts -> 12
Synth Register Bits -> 5
Final wirelength -> 814 microns
Worst Max-Slew Pin Slew -> 0.240 ns
Worst setup EP type -> register
GP Congestion -> 0.751
Wirelength per Cell -> 8.66 microns
Dominant cell area share -> 47.8%
Syn avg cell area -> 10.1 sq um
worst min-delay path by stage:
stage | cells after the start | slack (ns) | end
5_1_grt | 1 | 0.23 | cout
6_report | 1 | 0.24 | cout
4_1_cts | 1 | 0.24 | cout
flip-flops by register name, summed over array words and instances (netlist names):
| name | count |
|---|---|
| dout | 4 |
| cout | 1 |
power by group:
part | switching, mW | total (mW) | internal, mW
clock network | 0.0595 | 0.175 | 0.116
logic | 0.0615 | 0.177 | 0.116
registers | 0.0183 | 0.206 | 0.187
total | 0.139 | 0.558 | 0.419
routing by layer:
layer	wire [microns]	vias up	GRT usage (%)
li1	-	137	-
met1	535	105	4.02
met2	216	14	2.49
met3	62	0	1.82
met4	0	0	0.528
met5	0	-	0
cells in the mapped netlist:
cell type,instances
a21oi_1,1
nand3_1,1
nor4b_2,1
nand2_2,1
a31oi_1,1
nor2_1,1
dfrtp_1,5
inv_1,1
or3_1,1
a2bb2oi_1,1
nor2b_1,2
xor2_1,2
xnor2_1,1
and4b_1,1
o21ai_1,1
o21ai_0,3
nand2_1,2
stage by stage:
stage	cells	setup slack, ns
2_1_floorplan	26	0.298
3_3_place_gp	87	-0.169
3_5_place_dp	87	-0.183
4_1_cts	94	0.0642
5_1_grt	94	0.0104
6_report	94	0.0590
worst max-delay path: stages:
cell and delay, ns:
clkdlybuf4s50_1 0.55, nand2_2 0.09, or3_1 0.35, a2bb2oi_1 0.15
placed cells by master (no fill, tap or decap), types with 2 or more instances in the layout:
| cell | netlist | layout |
|---|---|---|
| dlygate4sd2_1 | 0 | 5 |
| buf_4 | 0 | 6 |
| clkbuf_4 | 0 | 3 |
| clkdlybuf4s50_1 | 0 | 7 |
| o21ai_0 | 3 | 3 |
| nor2b_1 | 2 | 2 |
| nand2_1 | 2 | 2 |
| xor2_1 | 2 | 2 |
| dfrtp_1 | 5 | 5 |
final cells by class:
class	count	area, sq um	share of cell area [%]
clock buffers	4	26.3	5.21
inverters	1	3.75	0.744
multi-input cells	20	133	26.3
flip-flops and latches	5	125	24.8
well taps	46	57.6	11.4
repair buffers	18	159	31.5
timing repair:
action | in CTS | in global routing
hold buffers | 0 | 0
setup endpoints to repair | 5 | 0
buffers inserted | 3 | 0
resized | 5 | 0
cell families after synthesis:
group / count (synthesis) / synth area share [%]
compound gates: 7 / 15.3
xor+xnor: 3 / 10.0
buf+inv: 1 / 1.43
flops: 5 / 47.8
simple gates: 10 / 25.4
Power figures rest on the tool's default switching activity, not on a simulated workload.
